[flow/design.v]
module ece571_regfile (
  input logic clk,
  input logic [3:0] read_addr1,
  input logic [3:0] read_addr2,
  input logic [3:0] write_addr,
  input logic [31:0] write_data,
  input logic we,
  output logic [31:0] read_data1,
  output logic [31:0] read_data2
);
  logic [31:0] regs[15:0];
  task init_reg(input logic [3:0] addr, input logic [31:0] value);
    regs[addr] = value;
  endtask
  always_ff @(posedge clk) begin
    if (we)
      regs[write_addr] <= write_data;
  end
  assign read_data1 = regs[read_addr1];
  assign read_data2 = regs[read_addr2];
endmodule
[flow/run.sh]
#!/bin/bash
# OpenROAD 26Q1-2900-gdf79404cd8, Yosys 0.63+post, stock flow scripts
make -C /OpenROAD-flow-scripts/flow DESIGN_CONFIG=/design/flow/config.mk WORK_HOME=/design/flow/orfs finish
[flow/config.mk]
export PLATFORM = sky130hd
export DESIGN_NAME = ece571_regfile
export DESIGN_NICKNAME = ece571_regfile
export VERILOG_FILES = /design/flow/design.v
export SDC_FILE = /design/flow/constraint.sdc
export NUM_CORES = 4
export LEC_CHECK = 1
export CORE_UTILIZATION = 40
[flow/constraint.sdc]
current_design ece571_regfile

set clk_period 5.9
set clk_io_pct 0.2

create_clock -name clk0 -period $clk_period [get_ports {clk}]

set non_clock_inputs [all_inputs -no_clocks]
set_input_delay [expr $clk_period * $clk_io_pct] -clock clk0 $non_clock_inputs
set_output_delay [expr $clk_period * $clk_io_pct] -clock clk0 [all_outputs]
==> qor.yml <==
status:
  status: "finished, final reports clean"
die:
  dieWidth_microns: 241.3
  dieArea_sq_mm: 0.05823
  die_y_microns: 241.3
  row_count: 87
  design.core.area_sq_mm: 0.05650
  ios: 110
  initial_core_util_pct: 40.55
drt:
  ant_nets: 0
  finalWirelength_mm: 58.99
  diodes: 0
  route.detailed.drc: 0
  via_per_inst: 6.093
  drt_iter0_drc: 755
  vias: 12130
  dr.pass1.iters: 7
  wl_per_cell_microns: 29.64
critical_path:
  worstPathCellList: "clkdlybuf4s50_1 -> nor2b_4 -> buf_4 -> a22oi_1 -> nand2_1 -> clkdlybuf4s50_1"
  cp_top_family: "buffers and inverters"
  worst_path_largest_cell_delay_ps: 760
  cp_common_cell: "clkdlybuf4s50_1"
  critical_path_arrival_ps: 3650
  path_depth: 6
  critical_path.startpoint: "read_addr2[3]"
  startpoint_type: "input pin"
  worstSetupPathType: "input pin to output pin"
  cp.required_ps: 4720
  cp-end-kind: "output pin"
  slowest_stage: "nor2b_4"
  cp_num_buf_inv: 3
  critPathMaxFanout: 18
  endpoint: "read_data2[28]"
cells_and_area:
  layout_top_cells: "edfxtp_1 (512), mux4_2 (256), a22oi_1 (128), clkdlybuf4s50_1 (105), nand2_1 (65)"
  finalInstanceArea_sq_mm: 0.02665
  ff_latch_area_sq_mm: 0.01537
  area_growth_pct: 16.33
  drive_above_1_share_pct: 31.77
  reg_top3: "regs x512"
  lay_top_count: "edfxtp_1"
  largest_reg_flops: 512
  fill_cells: 4521
  top_register: "regs"
  post-route-util_pct: 47.17
  comb_area_sq_mm: 0.007279
logic_synthesis:
  ys_types: 16
  yosysWarningCount: 1
  yosys-stat-area_sq_mm: 0.02291
  top_area_share_pct: 67.12
  ys_cells: 1077
  topCellsByArea: "edfxtp_1 (67%), mux4_2 (25%), a22oi_1 (4.2%)"
  largest_area_cell: "edfxtp_1"
  yosysSeqAreaShare_pct: 67.12
  synth_cells: 1077
  syn_avg_cell_area_sq_um: 21.27
  synthesis.area_sq_mm: 0.02291
  synth-seq-cells: 512
timing:
  timing.final.hold_violations: 0
  fin_tns_setup_ps: 0
  tightestPinTransition_ps: 932.2
  drv_slew: 0
  rsz0062_at_grt: "no"
  max_freq_mhz: 206.9
  period_used_pct: 81.90
  setup_violations: 0
  period_needed_ps: 4832
  max_slew_margin_pct: 37.70
hold_path:
  hold_start: "write_data[15]"
  hp-class: "input pin to flop"
cts:
  clk_pin_slew_worst_paths_ps: 60
  holdBufCountCts: 0
  tritoncts: "done"
  cts_setup_buffers: 0
  cts_made_buffers: 52
  numClockSinks: 512
  cts-root-buf: "clkbuf_16"
  cts.repair.resized: 0
  cts_buffer_depth: 3
  h-tree-depth: 2
pwr:
  p_total_mw: 7.781
  p_leak_nw: 8.280
  vdd_drop_max_uv: 210.6
  power.density_mw_per_mm2: 292.0
global_routing:
  grt_pass1_wl_mm: 86.68
  grt.overflow.total: 0
  track_usage_pct: 23.21
  grt_pass1_vias: 13710
  grt_max_degree: 55
  grt_antenna_before_repair: 1
placed_design:
  port_buffers: 109
  post-dp-hpwl_mm: 32.14
  gp_congestion: 0.7889
  dpl-instance-area_sq_mm: 0.02516
run:
  warnings: 25
  maxCapViolations: 0
-- power breakdown --
group | internal, mW | switching, mW | total (mW)
logic | 0.362 | 0.360 | 0.722
registers | 4.08 | 0.0270 | 4.11
clock network | 1.63 | 1.32 | 2.95
total | 6.07 | 1.71 | 7.78
-- logic make-up (layout without fill, tap and decap cells) --
logic type             Yosys count  in the layout  share of synthesized area (%)
buffers and inverters           86            243                          1.792
multiplexers                   256            256                          25.17
AND-OR/OR-AND                  128            128                          4.195
AND/OR/NAND/NOR                 95             95                          1.726
flip-flops                     512            512                          67.12
-- layout make-up --
cell class | count | area share [%]
flip-flops and latches | 512 | 57.70
multi-input cells | 479 | 27.32
repair buffers | 154 | 5.869
clock buffers | 66 | 5.160
well taps | 756 | 3.550
clock inverters | 23 | 0.4085
-- metrics by stage --
step | hold WS, ps | std cells | worst slack, ps
after floorplan | 1279 | 1077 | 1540
after global placement | 2094 | 1901 | 1052
after detailed placement | 2126 | 1901 | 1055
after CTS | 1489 | 1990 | 1052
after global routing | 1507 | 1990 | 982.8
final | 1505 | 1990 | 1068
-- worst min-delay path by stage --
stage / end / slack [ps] / depth (start not counted)
4_1_cts: regs[5][15] / 1490 / 1
5_1_grt: regs[4][15] / 1510 / 1
6_report: regs[5][15] / 1510 / 1
-- routing by layer --
layer / routed length (microns) / global-route usage (%) / vias to the layer above
met2: 27400 / 32.45 / 872
met1: 19830 / 30.26 / 6135
met4: 1223 / 4.430 / 12
met3: 10310 / 17.97 / 100
met5: 217 / 3.030 / -
li1: - / - / 5007
-- synthesized netlist by cell type (all sizes together) --
| cell type | number |
|---|---|
| buf | 47 |
| nor2b | 4 |
| or3b | 1 |
| clkbuf | 39 |
| nand2 | 65 |
| nand3b | 2 |
| and2 | 2 |
| mux4 | 256 |
| nand2b | 2 |
| nor2 | 14 |
| a22oi | 128 |
| edfxtp | 512 |
| nand3 | 1 |
| nor3 | 4 |
No activity file was given, so power comes from the tool's default toggle rates.
